### design/flow/design.v
module spi_master #(parameter CLK_DIV = 4)(
    input clk,
    input rst,
    input miso,
    output mosi,
    output sck,
    input start,
    input[15:0] data_in,
    output[15:0] data_out,
    output busy,
    output new_data
  );
  localparam STATE_SIZE = 2;
  localparam IDLE = 2'd0,
    WAIT_HALF = 2'd1,
    TRANSFER = 2'd2;
  reg [STATE_SIZE-1:0] state_d, state_q;
  reg [15:0] data_d, data_q;
  reg [CLK_DIV-1:0] sck_d, sck_q;
  reg mosi_d, mosi_q;
  reg [3:0] ctr_d, ctr_q;
  reg new_data_d, new_data_q;
  reg [15:0] data_out_d, data_out_q;
  assign mosi = mosi_q;
  assign sck = (sck_q[CLK_DIV-1]) & (state_q == TRANSFER);
  assign busy = state_q != IDLE;
  assign data_out = data_out_q;
  assign new_data = new_data_q;
  always @(*) begin
    sck_d = sck_q;
    data_d = data_q;
    mosi_d = mosi_q;
    ctr_d = ctr_q;
    new_data_d = 0;
    data_out_d = data_out_q;
    state_d = state_q;
    case (state_q)
      IDLE: begin
        sck_d = 0;               
        ctr_d = 0;               
        if (start == 1) begin    
          data_d = data_in;         
          state_d = WAIT_HALF;      
        end
      end
      WAIT_HALF: begin
        sck_d = sck_q + 1;                   
        if (sck_q == {CLK_DIV-1{1'b1}}) begin   
          sck_d = 0;                         
          state_d = TRANSFER;                   
        end
      end
      TRANSFER: begin
        sck_d = sck_q + 1;                            
        if (sck_q == 4'b0000) begin                      
          mosi_d = data_q[15];                            
        end else if (sck_q == {CLK_DIV-1{1'b1}}) begin   
          data_d = {data_q[15-1:0], miso};                  
        end else if (sck_q == {CLK_DIV{1'b1}}) begin     
          ctr_d = ctr_q + 1;                          
          if (ctr_q == 4'b1111) begin                     
            state_d = IDLE;                              
            data_out_d = data_q;                         
            new_data_d = 1;                           
          end
        end
      end
    endcase
  end
  always @(posedge clk) begin
    if (rst) begin
      ctr_q <= 0;
      data_q <= 0;
      sck_q <= 0;
      mosi_q <= 0;
      state_q <= IDLE;
      data_out_q <= 0;
      new_data_q <= 0;
    end else begin
      ctr_q <= ctr_d;
      data_q <= data_d;
      sck_q <= sck_d;
      mosi_q <= mosi_d;
      state_q <= state_d;
      data_out_q <= data_out_d;
      new_data_q <= new_data_d;
    end
  end
endmodule
### design/flow/run.sh
#!/bin/bash
# OpenROAD 26Q1-2900-gdf79404cd8, Yosys 0.63+post, stock flow scripts
make -C /OpenROAD-flow-scripts/flow DESIGN_CONFIG=/design/flow/config.mk WORK_HOME=/design/flow/orfs finish
### design/flow/constraint.sdc
current_design spi_master

set clk_period 3.6
set clk_io_pct 0.2

create_clock -name clk0 -period $clk_period [get_ports {clk}]

set non_clock_inputs [all_inputs -no_clocks]
set_input_delay [expr $clk_period * $clk_io_pct] -clock clk0 $non_clock_inputs
set_output_delay [expr $clk_period * $clk_io_pct] -clock clk0 [all_outputs]
### design/flow/config.mk
export PLATFORM = sky130hd
export DESIGN_NAME = spi_master
export DESIGN_NICKNAME = spi_master
export VERILOG_FILES = /design/flow/design.v
export SDC_FILE = /design/flow/constraint.sdc
export NUM_CORES = 4
export LEC_CHECK = 1
export CORE_UTILIZATION = 40
==> flow_summary.yaml <==
# generated from flow reports
run_status:
  status: "complete, no violations"
drt:
  postRouteAntennaNets: 0
  detailedRoute.firstIterationViolations: 62
  wl_per_cell_um: 12.7
  finalWirelength_mm: 3.89
  final_antenna_diode_count: 0
  dr.pass1.iters: 4
  dr_total_vias: 1504
  vias_per_cell: 4.93
  drc: 0
die:
  floorplan.rows: 25
  die_h_um: 73.7
  fp_util: 0.424
  core_region_mm2: 0.00485
  floorplan.die_area_mm2: 0.00543
  io-pin-count: 40
  die_x_um: 73.7
pwr:
  irDropWorstVdd_mv: 0.292
  power_leakage_nw: 1.06
  power.density_mw_per_mm2: 591
  power_total_mw: 1.51
worst_setup_path:
  startpoint_type: "register"
  timing.critical_path.fanout_max: 4
  worstReg2RegEnd: "data_q[1]"
  endpoint_kind: "output port"
  ff_to_ff_path_depth: 8
  worst-endpoint-required_ns: 2.88
  cp_top_family: "buffers and inverters"
  crit_path_start: "state_q[1]"
  r2r_start: "state_q[0]"
  crit_chain: "inv_1 > ha_1 > inv_1 > clkdlybuf4s50_1"
  worstPathBufferInverterCount: 3
  slowest_delay_ns: 0.45
  regToRegSetupSlack_ns: 1.55
  timing.critical_path.arrival_ns: 1.50
  timing.critical_path.mode_cell: "inv_1"
  timing.critical_path.slowest_stage_cell: "clkdlybuf4s50_1"
  criticalPathCategory: "register to output port"
sta:
  setup_slack_ns: 1.38
  period_needed_ns: 2.22
  timing.slew.headroom: 0.710
  timing_worst_slew_pin_value_ns: 0.434
  timing.clock.skew_ns: 0.00478
  setup_tns_ns: 0
  grt_setup_unrepaired: "false"
  final-setup-viol-count: 0
  final_max_slew_viol_count: 0
  hold_viol_final: 0
  fmax_mhz: 450
  finalCritPeriodShare: 0.617
min_path:
  whs_endpoint: "data_out_q[10]"
  kind_of_path_behind_the_tightest_hold_check: "register to register"
  worst_min_path_start: "data_out_q[10]"
  worst_hold_path.num_cells: 2
cts:
  post-cts-setup-buffer-count: 0
  cts-hold-fix-buffers: 0
  clkTransAtPathRegs_ns: 0.08
  clock_tree.buffer_depth: 2
  h-tree-depth: 2
  cts_made_buffers: 5
  post_cts_resize_count: 0
  worstSkewPairLatency_ns: 0.29
  cts_tree: "built"
  clk_root_buffer_cell: "clkbuf_8"
  cts_sinks: 44
logic_synthesis:
  mean_instance_size_in_the_synthesized_netlist_um2: 10.3
  post_synth_mux_area_share: 0.171
  synthesis.area_mm2: 0.00206
  synth-xor-area-share: 0.0128
  synth-area-yosys_mm2: 0.00206
  synth_top_cell_by_area: "dfxtp_1"
  topCombFamilyByArea: "multiplexers"
  synthAoiAreaFrac: 0.151
  synthAdderAreaFrac: 0.0426
  number_of_flops_mapped_to_enable_cells_by_yosys: 0
  synth_async_reset_ratio: 0
  yosysWarningCount: 1
  ys_cells: 200
  postSynthCellCount: 200
  netlist_top_cells_area: "dfxtp_1 (43%), mux2i_1 (17%), a211oi_2 (8.5%)"
  yosysSeqAreaShare: 0.428
  synth.distinct_cells: 38
  synth.cellmix.simpleShare: 0.141
  post-synth-top-area-fraction: 0.428
  synth_flop_count: 44
  ys_dominant_reg_cell: "dfxtp_1"
cells_and_area:
  final.fill_count: 445
  final_common_cell: "dfxtp_1"
  layout-drive-gt1-share: 0.130
  layout.area.seq_um2: 881
  finalInstanceArea_mm2: 0.00256
  final_cell_mix: "dfxtp_1 (44), nor2_1 (40), clkdlybuf4s50_1 (38)"
  area.growth.synth_to_final_pct: 24.3
  combGateArea_mm2: 0.00106
placed_design:
  place_congestion: 0.767
  hpwl_mm: 2.56
  dpl_worst_slack_ns: 1.39
  io_buffer_count: 39
  placedInstanceArea_mm2: 0.00247
grt:
  via_count_of_the_first_global_routing_pass: 1378
  first_pass_grt_wire_length_mm: 6.56
  grt_antenna_before_repair: 0
  grt_start_max_net_pins: 35
  grt_overflow_total: 0
  grt.total_usage: 0.159
run:
  stage_log_warnings: 29
  max-cap-violations: 0
==> where the power goes <==
| part | internal (mW) | total [mW] | leakage, nW | switching, mW |
|---|---|---|---|---|
| clock network | 0.157 | 0.315 | 0.0455 | 0.158 |
| registers | 0.587 | 0.665 | 0.359 | 0.0786 |
| logic | 0.237 | 0.532 | 0.657 | 0.295 |
==> registers in the layout, summed over array words and instances, names as in the netlist <==
signal      cells
state_q         2
sck_q           4
new_data_q      1
data_q         16
data_out_q     16
ctr_q           4
mosi_q          1
==> cell type report <==
type	instances	area share
Inverter	6	0.00881
Tap cell	67	0.0328
Sequential cell	44	0.344
Clock buffer	8	0.0352
Timing Repair Buffer	43	0.162
Multi-Input combinational cell	137	0.416
==> through the flow <==
stage / utilization / cells / hold slack [ns]
after floorplan: - / 200 / 0.437
after detailed placement: 0.509 / 297 / 0.486
after CTS: 0.527 / 305 / 0.502
final: 0.527 / 305 / 0.497
after global routing: 0.527 / 305 / 0.521
after global placement: 0.509 / 297 / 0.458
==> how the worst max path moves through the flow <==
stage | to | depth (start not counted)
after global routing | busy | 4
final | busy | 4
after CTS | busy | 4
==> cell usage after synthesis (all sizes together), types with 2 or more instances <==
library cell	n
a211oi	17
a21oi	4
and4	2
buf	9
clkbuf	4
dfxtp	44
ha	7
inv	6
mux2i	34
nand2	4
nand2b	2
nand3	2
nor2	40
nor2b	2
nor3	4
o21ai	3
xor2	3
==> worst min-delay path: stages, from the launching register on <==
cell     delay (ns)
dfxtp_1        0.33
mux2i_1        0.07
nor2_1         0.07
==> layer usage <==
layer  share of wire  global-route usage  vias up
li1                -                   -      775
met1            0.53               0.250      690
met2            0.41               0.239       37
met3           0.047              0.0347        2
met4          0.0087              0.0192        0
met5               0                   0        -
==> kinds of logic (layout without fill, tap and decap cells) <==
logic type                 count (synthesis)  after routing
xor gates and xnor gates                   3              3
AOI/OAI and AO/OA                         31             31
adders and majority gates                  7              7
buffers and inverters                     19             57
and+or+nand+nor                           61             61
muxes                                     35             35
DFF                                       44             44
No activity file was given, so power comes from the tool's default toggle rates.
