**run.sh**
```bash
#!/bin/bash
# OpenROAD 26Q1-2900-gdf79404cd8, Yosys 0.63+post, stock flow scripts
make -C /OpenROAD-flow-scripts/flow DESIGN_CONFIG=/design/flow/config.mk WORK_HOME=/design/flow/orfs finish
```
**config.mk**
```make
export PLATFORM = sky130hd
export DESIGN_NAME = DAC2
export DESIGN_NICKNAME = DAC2
export VERILOG_FILES = /design/flow/design.v
export SDC_FILE = /design/flow/constraint.sdc
export NUM_CORES = 4
export LEC_CHECK = 1
export CORE_AREA = 10 10 89 89
export DIE_AREA = 0 0 99 99
```
**constraint.sdc**
```tcl
current_design DAC2

set clk_period 3.1
set clk_io_pct 0.2

create_clock -name clk0 -period $clk_period [get_ports {clk}]

set non_clock_inputs [all_inputs -no_clocks]
set_input_delay [expr $clk_period * $clk_io_pct] -clock clk0 $non_clock_inputs
set_output_delay [expr $clk_period * $clk_io_pct] -clock clk0 [all_outputs]
```
**design.v**
```verilog
module DAC2
(
input clk,
input CS,
input mod,
input wire [15:0]data,
output ClkDac,
output [1:0]CsDac,
output dataDac,
output [3:0]states
);
assign states = state;
assign dataDac = Dsd[15];
reg [15:0]Dsd;
wire [15:0]Mdata;		 
always@(negedge clk)	 
begin
if (wcount == 0)
		begin
			Dsd[15:1] <= Dsd[14:0];
			Dsd[0] <= 0;
		end
else
	Dsd<=Mdata;
end
enum int unsigned { IDLE = 0, WDATA0 = 2,  TDATA0= 4, WDATA1 = 8,TDATA1 = 16} state, next_state;
always_comb begin : next_state_logic
next_state = IDLE;
case(state)
IDLE: next_state = WDATA0;
WDATA0: next_state = TDATA0;
TDATA0: next_state = WDATA1;
WDATA1: next_state = TDATA1;
TDATA1: next_state = IDLE;
endcase
end
always@* begin
case(state)
IDLE:CsDac = 4'b0000;
WDATA0:begin	Mdata = {4'b0111,data[7:0],	4'b0}; CsDac = 4'b0000;end	 
WDATA1:begin 	Mdata = {4'b1111,data[15:8],	4'b0}; CsDac = 4'b0000;end
TDATA0:	CsDac = 4'b0001;	 
TDATA1: 	CsDac = 4'b0010;	 
endcase
end
reg [4:0]counter = 16; wire wcount = ~(|counter[4:0]);
always_ff@(negedge clk or negedge CS) begin
if(~CS)
state <= IDLE;
else
begin
if(state == IDLE)
	state <= next_state;
if(wcount == 1)
	state <= next_state;
	if((state==WDATA0)||(state==WDATA1))
		state<=next_state;
end
end
always@(posedge clk)		 
begin
if((state == TDATA0)||(state == TDATA1))
		counter<=counter-1;
		else 
		counter<=16;
end
endmodule
```
==> reports/metrics.cfg <==
[clock_network]
numCtsBuffers=3
cts-root-buf=clkbuf_8
clk_pin_slew_ns=0.05
h-tree-depth=1
holdBufCountCts=0
cts_buffer_depth=2
clock_latency_ns=0.33
cts_tree=done

[critical_path]
cp_cell_sequence=dlygate4sd2_1
crit_start=state[3]
critPathMaxFanout=2
critPathTopFamily=flip-flops
required_ns=2.48
max_stage_delay_ns=0.40
r2r-start=state[2]
cp-end-kind=output port
crit_buf_inv=1
crit_slowest_cell=dfrtn_1
path_class=reg2out
critPathArrivalTime_ns=2.43
start_kind=flip-flop

[final_timing]
unconstrained_endpoints=13
grt_setup_unrepaired=no
tns_ns=0
unclocked_regs=11
setup_viol=0
skew_ns=0.0747
finalHoldViolCount=0
slew_viol_final=0

[power]
netSwitchingPower_uw=133
p_per_area_nw_per_um2=355
p_leak_nw=0.731
p_seq_share_pct=51.2
switching_share_pct=24.3
internal_power_uw=414
p_clk_share_pct=43.8
vdd_ir_drop_max_uv=171
pwr-share-comb_pct=5.0

[synth]
logic_family=simple AND/OR/NAND/NOR gates
topCellsByArea=dfxtp_1 30%, dlxtn_1 14%, nand2_1 9.2%, dfrtn_1 8.7%, mux2_2 7.8%
synth_cell_types=29
ys_sh_simple_pct=22.2
ys_warn_count=9
syn_avg_cell_area_sq_um=9.65
ys_seq_elements=32
synthesis.area_sq_um=1150
ys_area_sq_um=1150
top_area_cell=dfxtp_1
synthCells=119
yosys.area_share.aoi_pct=3.05
ys_sh_xor_pct=3.05
top_area_share_pct=29.6
synth_adder_area_share_pct=1.96
yosys_cells=119
ys_sh_mux_pct=7.84

[global_routing]
antenna_found_initial=0
grt_pass1_vias=801
grt_overflow=0
grtUsageTotal_pct=4.00
grt_pass1_wl_mm=3.41
grt_start_max_net_pins=13

[placed_design]
dp_hpwl_mm=1.56
gp_congestion=0.744
port_buffers=23
place_area_sq_um=1450
dp.cells=213

[floorplanning]
num_rows=28
fp_util_pct=19.2
core_sq_um=5990
die_area_sq_um=9800
die-height_um=99
die_w_um=99
boundaryPins=27

[route]
diodes=0
drt_first_pass_iters=4
drcViolationCount=0
wl_per_cell_um=8.85
drtIter0Drc=31
via_count=819
viasPerCell=3.59
ant_nets=0
wirelength_mm=2.02

[job]
warnings=38
cap_violations=0

[finish]
final_common_cell=nand2_1
design_area_sq_um=1540
instances_no_fill=228
utilization_pct=25.7
areaGrowthSynthToFinish_pct=34.2
lay_top_cells=28 x nand2_1, 19 x clkdlybuf4s50_1, 17 x dfxtp_1, 14 x inv_1, 11 x dlxtn_1
drive_gt1_share_pct=18.3

[hold_path]
min_from=Dsd[11]
hold_path_class=reg2reg

[outcome]
status=finished clean

[per-stage QoR]
| step | hold WS [ns] | total power [mW] | worst slack [ns] |
|---|---|---|---|
| 4_1_cts | 0.398 | 0.562 | 0.0271 |
| 6_report | 0.397 | 0.548 | 0.0474 |
| 3_5_place_dp | 0.393 | 0.339 | 0.0375 |
| 2_1_floorplan | 0.386 | 0.317 | 0.0704 |
| 5_1_grt | 0.412 | 0.586 | 0.00425 |
| 3_3_place_gp | 0.388 | 0.339 | 0.0391 |
[sequential cells by signal (all words and copies together) (netlist names)]
signal / flops
Mdata: 9
CsDac: 2
Dsd: 12
state: 4
counter: 5
[repair_timing]
item	in CTS	in global routing
resized	4	2
buffers inserted	0	0
setup endpoints to repair	4	6
[power by group through the flow]
stage	sequential, mW	combinational (mW)	clock (mW)
4_1_cts	0.280	0.0281	0.253
5_1_grt	0.280	0.0302	0.276
6_report	0.280	0.0273	0.240
[cell families (layout without fill, tap and decap cells)]
group,count (synthesis),after routing
buffers and inverters,15,48
and+or+nand+nor,52,52
adders and majority gates,2,2
AOI/OAI and AO/OA,5,5
other,1,2
muxes,8,8
latches,11,11
DFF,21,21
xor gates and xnor gates,4,4
[routing by layer]
metal,vias to the layer above,GRT usage [%],routed length (um)
li1,440,-,-
met1,358,4.68,973
met2,17,6.66,917
met3,4,1.13,60
met4,0,1.76,65
met5,-,0,0
[final timing paths]
kind / to / slack, ns / depth (start not counted)
max: states[3] / 0.05 / 1
min: Dsd[12] / 0.40 / 1
max reg2reg: counter[4] / 0.09 / 4
min reg2reg: Dsd[12] / 0.40 / 1
max in group asynchronous: state[4] / 0.92 / 1
min in group asynchronous: state[2] / 1.98 / 1
[synthesized netlist by cell type (all sizes together)]
master,number
mux2,8
maj3,1
nor3,2
dlxtn,11
xnor2,4
inv,3
o21ai,2
and2,2
nand2,28
buf,11
a21o,1
ha,1
clkbuf,1
or4b,1
dfrtn,4
conb,1
nor2,8
nor4b,3
nand2b,3
o311ai,1
dfxtp,17
or3,4
nand3,1
a21boi,1
[area by class of cell]
class,instances,area [sq um]
fillers,610,4450
flip-flops and latches,32,606
multi-input cells,73,460
repair buffers,30,279
well taps,75,93.8
clock inverters,13,53.8
clock buffers,3,41.3
inverters,2,7.51
Power figures rest on the tool's default switching activity, not on a simulated workload.
