[./run.sh]
#!/bin/bash
# OpenROAD 26Q1-2900-gdf79404cd8, Yosys 0.63+post, stock flow scripts
make -C /OpenROAD-flow-scripts/flow DESIGN_CONFIG=/design/flow/config.mk WORK_HOME=/design/flow/orfs finish
[./config.mk]
export PLATFORM = sky130hd
export DESIGN_NAME = DAC4
export DESIGN_NICKNAME = DAC4
export VERILOG_FILES = /design/flow/design.v
export SDC_FILE = /design/flow/constraint.sdc
export NUM_CORES = 4
export LEC_CHECK = 1
export CORE_UTILIZATION = 30
[./constraint.sdc]
current_design DAC4

set clk_period 1.0
set clk_io_pct 0.2

create_clock -name clk0 -period $clk_period [get_ports {clk}]

set non_clock_inputs [all_inputs -no_clocks]
set_input_delay [expr $clk_period * $clk_io_pct] -clock clk0 $non_clock_inputs
set_output_delay [expr $clk_period * $clk_io_pct] -clock clk0 [all_outputs]
[./design.v]
module DAC4
(
input clk,
input CS,
input wire [31:0]data,
output [3:0]CsDac,
output dataDac,
output [8:0]states,
output [15:0]Dataout,
output [3:0]SPIcounter
);
assign Dataout = Dsd;
assign SPIcounter = counter;
assign states = state;
assign dataDac = Dsd[15];
reg [15:0]Dsd;
wire [15:0]Mdata;		 
reg CSr = 0;
always@(posedge clk, posedge CS)begin
if(CS)
	CSr <= 1;
else
if(state == IDLE)
	CSr <= 0;
end
always@(negedge clk)	 
begin
if (wcount == 0)
		begin
			Dsd[15:1] <= Dsd[14:0];
			Dsd[0] <= 0;
		end
else
	Dsd<=Mdata;
end
enum int unsigned { IDLE = 0, WDATA0 = 2,  TDATA0= 4, WDATA1 = 8,TDATA1 = 16,WDATA2 = 32,TDATA2 = 64,WDATA3 = 128,TDATA3 = 256} state, next_state;
always_comb begin : next_state_logic
next_state = IDLE;
case(state)
	IDLE: next_state = WDATA0;
	WDATA0: next_state = TDATA0;
	TDATA0: next_state = WDATA1;
	WDATA1: next_state = TDATA1;
	TDATA1: next_state = WDATA2;
	WDATA2: next_state = TDATA2;
	TDATA2: next_state = WDATA3;
	WDATA3: next_state = TDATA3;
	TDATA3: next_state = IDLE;
endcase
end
always@* begin
case(state)
	IDLE:CsDac = 4'b0000;
	WDATA0:begin	Mdata = {4'b0111,data[7:0],	4'b0}; CsDac = 4'b0;end	 
	WDATA1:begin 	Mdata = {4'b1111,data[15:8],	4'b0}; CsDac = 4'b0;end
	WDATA2:begin	Mdata = {4'b0111,data[23:16],	4'b0}; CsDac = 4'b0;end
	WDATA3:begin	Mdata = {4'b1111,data[31:24],	4'b0}; CsDac = 4'b0;end
	TDATA0:	CsDac = 4'b0001;	 
	TDATA1: 	CsDac = 4'b0010;	 
	TDATA2:	CsDac = 4'b0100;	 
	TDATA3:	CsDac = 4'b1000;	 
endcase
end
reg [3:0]counter = 15; wire wcount = ~(|counter[3:0]);
always_ff@(negedge clk or negedge CSr) begin
if(~CSr)
state <= IDLE;
else
begin
if(state == IDLE)
	state <= next_state;
if(wcount == 1)
	state <= next_state;
	if((state==WDATA0)||(state==WDATA1)||(state==WDATA2)||(state==WDATA3))
		state<=next_state;
end
end
always@(posedge clk)		 
begin
if((state == TDATA0)||(state == TDATA1)||(state == TDATA2)||(state == TDATA3))
		counter<=counter-1;
		else 
		counter<=15;
end
endmodule
==> summary.txt <==
The flow run is done. Area share of xor/xnor cells in the synthesized design landed at 2.73%. Once the floorplan was initialized, standard cells occupied 31.2% of the core. Once placement completed, the tool counted placed cells totaling 330. For this design the top-level I/O count stands at ~70. The post-synth count of flops with an enable pin is 0. TritonCTS built the clock tree. STA classifies the critical path endpoint as a register.

Global router's overall resource usage landed at 15.6%. Max-cap violations in this run came to 0. Once detail routing completed, the nets flagged for antenna violations numbered 0. Among all flip-flop cells after synthesis, the most frequent one is dfxtp_1.

Across all checked pins, the minimum headroom to the slew limit is 55.4%. Across the routed clock network, the largest skew measured is 0.0776 ns. The synthesized netlist was found by Yosys to have 172 cells.

Post-synthesis mux area share landed at 0.701%. Sorting the synthesis cell report by count puts at the top nand2_1. The number of antenna violations at the first check in global routing is 0. The first global-routing pass estimated 6520 um of wire. Setup slack on the worst path after placement came out at -0.797 ns. Broken down by cell family, the worst path's largest delay share belongs to AND-OR/OR-AND gates. Per STA, the worst path is made up of buf_6 > buf_4 > o21ai_0 > o211ai_1 > a21oi_4 > nand2_1. Per the synthesis report, the simple-gate share of the synthesized area is about 25%. The script extracted a total leakage power of 1.51 nW. CTS buffer count landed at 3. During synthesis, Yosys emitted a total of 14 warnings.

The final reports fail on negative setup slack. Buffers placed on the I/O ports in this run total roughly 62. Endpoints with negative setup slack in the final report add up to about 50.

According to the hold report, the worst path is of the in2async type. Final hold violation count landed at 0. Height of the chip landed at about 75 um. By area the synthesized netlist is led by dfxtp_1 20%, dfrtn_1 12%, dlxtn_1 12%, nand2_1 8.0%, a221o_1 5.0%. The OpenROAD report gives the critical path a data arrival time of 2.05 ns. Post-detailed-placement half-perimeter wirelength landed at 3210 um. In the routed design, unresolved DRC markers number 0.

Average via count per standard cell landed at 4.52. The chip occupies 5650 um2. Number of flip-flops and latches in the synthesized netlist landed at 38. Adder-cell share of the synthesized area landed at 0.779%. The core region is 5140 um2. Count of hold buffers inserted by post-cts repair landed at 0. The worst setup path is launched from a register. Worst setup margin landed at -0.884 ns.

Detailed-route wire length per cell landed at approximately 13 um. The first detailed-routing pass took 4 iterations. Average instance area after synthesis landed at around 9.3 um2.

The report shows a maximum critical-path fanout of 7. Leaving out filler cells and counting taps, the final layout contains 374. Worst-case vdd ir drop landed at 614 uV. Per the CTS log, the maximum H-tree level is 1. For this block, the routed nets add up to between 4000 and 5000 um of wire. The run finished, with violations left. Number of global-route vias before repair landed at roughly 1400.

The timer found 13 register pins that no clock reaches; their paths are not timed. Counting flops with an async set or reset pin after synthesis yields a share of 23.7%. The final weighted congestion recorded by global placement is 0.896. After clock tree synthesis, the clock-pin slew on the worst setup and hold paths is roughly 0.09 ns. Antenna repair during routing inserted a diode count of 0.

After technology mapping, the gate count stands at around 170. Per the synthesis report, the dominant area consumer among library cells is dfxtp_1. First-iteration detailed-routing DRC count landed at 48.

Synthesis-to-layout area growth landed at 90.4%. Measured along the x axis, the die boundary spans 75.2 um. Looking at the max-slew report, the worst-margin pin has a slew of 0.670 ns. On the worst path, the slowest cell contributes a delay of around 0.36 ns. After synthesis, the netlist uses approximately 42 different library cells. Critical path buffer and inverter count landed at 2.

Number of unconstrained endpoints landed at 17. The floorplan has 26 rows. For this run, the share of the core covered by cells in the final layout is 59.5%. The required time at the worst endpoint is listed as 1.16 ns. Dividing total power by cell area gives a power density of 654 nW/um2. The critical path's slowest stage uses the library cell dfrtn_1. Total negative slack landed at -26.50 ns. Share of synthesized cell area in and-or and or-and compound cells landed at roughly 16%.

For this run the aggregate overflow at the end of global routing stands at 0. Entering global routing, the biggest net connects 16 pins. Per the CTS log, the buffer count on the longest clock path is 2. Number of OpenROAD warnings landed at 40.

The mapped netlist covers 1610 um2. Detailed routing inserted a total of 1689 vias. CTS placed an instance of clkbuf_8 at the clock tree root.

After synthesis, the largest family of logic cells by area is simple AND/OR/NAND/NOR gates. Setup repair after global routing could not meet its margin everywhere. The chip area line in the Yosys stat output reads 1610 um2. Yosys reports that the most numerous cell types are 34 x nand2_1, 16 x dfxtp_1, 15 x nor2_1, 13 x dlxtn_1.

Looking at the setup timing report, the critical path kind is reg2reg. Clock latency reported for the late side of the worst-skew pair landed at 0.35 ns. The layout summary lists the proportion of cells stronger than drive strength 1 as roughly half. Register-to-register setup slack landed at -0.88 ns.

Per the final report, max-transition violations number 0. In this run the biggest area consumer among cell types represents 20.0% of the synthesized area.
[sequential cells by signal (all words and copies together) (netlist names)]
| signal | count |
|---|---|
| CsDac | 4 |
| Mdata | 9 |
| CSr | 1 |
| Dsd | 12 |
| state | 8 |
| counter | 4 |
[kinds of logic (layout without fill, tap and decap cells)]
logic type      Yosys count  count (layout)
compound gates           29              29
xor+xnor                  5               5
fa+ha+maj                 1               1
buf+inv                  22             150
flops                    25              25
latches                  13              13
mux                       1               1
other cells               1               5
simple gates             75              75
[report_power, final]
| group | internal [mW] | total, mW | switching [mW] |
|---|---|---|---|
| clock | 0.355 | 0.820 | 0.465 |
| sequential | 1.03 | 1.03 | 0.00614 |
| combinational | 0.125 | 0.147 | 0.0223 |
[metrics by stage]
step           area (um2)  power (mW)  hold WS, ns
6_report             3060        2.00        0.209
4_1_cts              2810        2.03        0.203
2_1_floorplan        1670        1.16       0.0897
3_3_place_gp         2540        1.28        0.426
5_1_grt              3060        2.09        0.226
3_5_place_dp         2540        1.28        0.427
[what timing repair did]
action,4_1_cts,5_1_grt
pin swaps,5,22
gates cloned,0,1
buffers inserted,23,12
endpoints found under the setup margin,50,50
resized,103,50
[worst paths after layout]
| check | start | endpoint | cells past startpoint |
|---|---|---|---|
| max in group asynchronous | CSr | state[3] | 0 |
| max | state[2] | counter[2] | 6 |
| min reg2reg | Dsd[4] | Dsd[5] | 2 |
| max reg2reg | state[2] | counter[2] | 6 |
| min | CS | CSr | 2 |
| min in group clk0 | Dsd[4] | Dsd[5] | 2 |
[layer usage]
layer  vias to the layer above  global-route usage (%)  part of all wire (%)
li1                        846                       -                     -
met1                       785                    25.9                    47
met2                        56                    22.3                    47
met3                         2                    2.71                   5.8
met4                         0                    2.06                  0.52
met5                         -                       0                     0
[worst register-to-register path: stages, from the launching register on]
cell and delay (ns):
dfrtn_1 0.36, buf_6 0.13, buf_4 0.16, o21ai_0 0.10
o211ai_1 0.18, a21oi_4 0.25, nand2_1 0.08
[placed cells by master, fill, tap and decap left out, types with 2 or more instances in the layout]
cell	instances
dfrtn_1	8
dfxtp_2	15
nor4_4	3
nor2_4	2
buf_2	18
a221o_1	8
nor3_1	2
a22oi_1	8
nor2_1	13
nand3_1	2
buf_4	43
inv_1	15
clkdlybuf4s50_1	38
buf_6	25
nand2b_4	3
and2_4	4
and4b_1	2
dlxtn_1	13
xnor2_1	4
nand2_1	18
nand2_2	12
a22o_1	3
clkbuf_8	3
nand2_4	4
o21ai_2	2
conb_1	5
inv_2	2
a21oi_4	2
[area by class of cell]
| class | instances | area [um2] |
|---|---|---|
| inverter | 5 | 18.8 |
| sequential | 38 | 761 |
| timing repair buffer | 129 | 1150 |
| clock buffer | 3 | 41.3 |
| fill | 441 | 2080 |
| multi-input combinational | 116 | 946 |
| tap | 70 | 87.6 |
| clock inverter | 13 | 53.8 |
Power figures rest on the tool's default switching activity, not on a simulated workload.
